$ cat design/flow/run.sh
#!/bin/bash
# OpenROAD 26Q1-2900-gdf79404cd8, Yosys 0.63+post, stock flow scripts
make -C /OpenROAD-flow-scripts/flow DESIGN_CONFIG=/design/flow/config.mk WORK_HOME=/design/flow/orfs finish
$ cat design/flow/config.mk
export PLATFORM = sky130hd
export DESIGN_NAME = hilo_reg
export DESIGN_NICKNAME = hilo_reg
export VERILOG_FILES = /design/flow/design.v
export SDC_FILE = /design/flow/constraint.sdc
export NUM_CORES = 4
export LEC_CHECK = 1
export CORE_UTILIZATION = 40
$ cat design/flow/constraint.sdc
current_design hilo_reg

set clk_period 1.1
set clk_io_pct 0.2

create_clock -name clk0 -period $clk_period [get_ports {clk}]

set non_clock_inputs [all_inputs -no_clocks]
set_input_delay [expr $clk_period * $clk_io_pct] -clock clk0 $non_clock_inputs
set_output_delay [expr $clk_period * $clk_io_pct] -clock clk0 [all_outputs]
$ cat design/flow/design.v
`timescale 1ns / 1ps
module hilo_reg(
    input wire rst,clk,we,
    input wire [31:0] hi_i,lo_i,
    output reg [31:0] hi_o,lo_o
);
    always @(posedge clk) begin
        if(rst == 1'b1) begin
            hi_o <= 32'h00000000;
            lo_o <= 32'h00000000;
        end
        else begin
            if(we == 1'b1) begin
                hi_o <= hi_i;
                lo_o <= lo_i;
            end
        end
    end
endmodule
==> flow.log <==
[report] extracting results
INFO  metric synth_stat.cells = 206
INFO  metric run_status = completed
INFO  metric worstPathArrival = 0.84 ns
INFO  metric cts-root-to-sink-buffers = 2
INFO  metric clock_sink_count = 64
INFO  metric setup_viol_count_final = 0
INFO  metric ys_sh_aoi = 0
INFO  metric drive_above_1_share = 0.270
INFO  metric clock.latency.late_pin = 0.33 ns
INFO  metric die_y_size = 77.7 um
INFO  metric grt_antenna_before_repair = 0
INFO  metric nFillCells = 429
INFO  metric post_synth.cell_area_avg = 11.1 um^2
INFO  metric pin_count_of_the_biggest_net_entering_global_routing = 65
INFO  metric dpl.hpwl = 3440 um
INFO  metric stage_log_warnings = 27
INFO  metric grt_pass1_wl = 8320 um
INFO  metric detail-route-antenna-nets = 0
INFO  metric max-cap-violations = 0
INFO  metric post_dp_area = 0.00362 mm^2
INFO  metric port-buffer-count = 130
INFO  metric holdBufCountCts = 0
INFO  metric unrepaired_setup_endpoints_after_global_routing = no
INFO  metric dp_worst_setup_slack = 0.0778 ns
INFO  metric synth.top_cells.by_area = dfxtp_1, mux2i_1, nor2_1
INFO  metric ys_top_logic_family = multiplexers
INFO  metric yosysWarningCount = 1
INFO  metric synthXorXnorAreaFrac = 0
INFO  metric yosys_area = 0.00229 mm^2
INFO  metric clk_root_buffer_cell = clkbuf_8
INFO  metric detail_route.first_pass.iterations = 4
INFO  metric power_per_cell_area = 1290 mW/mm^2
INFO  metric holdWs = 0.348 ns
INFO  metric routed_wirelength = 5170 um
INFO  metric routabilityCongestion = 0.748
INFO  metric total_power = 4.97 mW
INFO  metric wl_per_cell = 12.4 um
INFO  metric worst-path-buf-inv = 1
INFO  metric initial_core_util = 0.416
INFO  metric synth.ff_latch_count = 64
INFO  metric clock-skew-final = 0 ns
INFO  metric synth-adder-area-share = 0
INFO  metric ys_sh_mux = 0.280
INFO  metric worst-endpoint-required = 0.88 ns
INFO  metric timing.slew.headroom = 0.816
INFO  metric synth.distinct_cells = 7
INFO  metric fin_crit = 1.06 ns
INFO  metric post_drt_via_cell_ratio = 4.41
INFO  metric layout_top_cells_excl_fill_tap = mux2i_1, nor2_1, dfxtp_2, clkdlybuf4s50_1, clkdlybuf4s15_1
INFO  metric slowest_stage = dfxtp_2
INFO  metric n_antenna_cell = 0
INFO  metric synth_area_leader_cell = dfxtp_1
INFO  metric drc_errors = 0
INFO  metric grt_overflow = 0
INFO  metric dr_total_vias = 1839
INFO  metric ctsHtreeMaxLevel = 3
INFO  metric timing.hold.worst.class = input pin to register
INFO  metric detail_route.iter0.violations = 41
INFO  metric worst_slack = 0.0439 ns
INFO  metric critPathTopFamily = flip-flops
INFO  metric end_kind = output pin
INFO  metric floorplan.io_pins = 131
INFO  metric cts_tree = done
INFO  metric grt.total_usage = 0.179
INFO  metric yosys.area.top_type_share = 0.559
INFO  metric cpPeakStageDelay = 0.32 ns
INFO  metric worstSetupStartpointType = register
INFO  metric final_cell_area = 0.00385 mm^2
INFO  metric max_slew.worst_pin.slew = 0.275 ns
INFO  metric clk_pin_slew_worst_paths = 0.07 ns
INFO  metric timing.fmax = 0.947 GHz
INFO  metric postSynthCellCount = 206
INFO  metric cellLeakagePower = 1.73 nW
INFO  metric cts-buffers-inserted = 9
INFO  metric vdd_drop_max = 1.02 mV
INFO  metric design.core.area = 0.00551 mm^2
INFO  metric fp.dieArea = 0.00603 mm^2
INFO  metric timing.critical_path.cells = clkdlybuf4s15_1
INFO  metric crit_fanout = 2
INFO  metric final_min_period_over_clock_period = 0.960
INFO  metric final_util = 0.699
INFO  metric row_count = 27
INFO  metric dieWidth = 77.7 um
INFO  metric area_growth_syn_to_layout = 68.1%
INFO  metric seq_total_area_yosys = 0.559
INFO  metric timing.final.hold_violations = 0
INFO  metric yosys.area_share.simple = 0.105
INFO  metric slew_violations = 0
INFO  metric timing.setup.critical_path_class = register to output pin
INFO  metric syn_area = 0.00229 mm^2
INFO  metric first_global_vias = 1821
-- stage by stage --
stage               TNS [ns]  cells
floorplan                  0    206
global placement           0    399
detailed placement         0    399
CTS                  -0.0257    416
global route               0    417
finish                     0    417
-- Yosys cell counts --
| cell | instances |
|---|---|
| dfxtp_1 | 64 |
| mux2i_1 | 64 |
| nor2_1 | 64 |
| buf_1 | 6 |
| buf_8 | 6 |
| buf_6 | 1 |
| clkbuf_2 | 1 |
-- flip-flops by register name, summed over array words and instances, names as in the netlist --
signal and count:
hi_o 32, lo_o 32
-- worst paths after layout --
path | from | to | slack (ns) | cells past startpoint
setup / recovery | hi_o[1]$_SDFFE_PP0P_ | hi_o[1] | 0.04 | 1
hold / removal | rst | hi_o[19]$_SDFFE_PP0P_ | 0.35 | 3
setup reg to reg | lo_o[17]$_SDFFE_PP0P_ | lo_o[17]$_SDFFE_PP0P_ | 0.38 | 3
hold reg to reg | hi_o[27]$_SDFFE_PP0P_ | hi_o[27]$_SDFFE_PP0P_ | 0.48 | 2
-- what timing repair did --
| action | CTS | global route |
|---|---|---|
| buffers inserted | 1 | 1 |
| gates cloned | 0 | 0 |
| endpoints found under the setup margin | 64 | 10 |
| resized | 186 | 12 |
-- cells by family after synthesis --
family | after synthesis
multiplexers | 64
buffers and inverters | 14
AND/OR/NAND/NOR | 64
flip-flops | 64
-- per-layer routing --
layer	routed length, um	track usage
met2	2380	0.292
met5	0	0
met4	59	0.0208
met3	411	0.0597
met1	2320	0.245
-- power by group --
group	internal [mW]	total, mW	switching, mW
combinational	0.512	0.735	0.223
clock	0.864	1.69	0.827
sequential	2.48	2.55	0.0626
-- layout make-up --
type                            count  area, um^2  area share
Clock buffer                       12         145      0.0377
Clock inverter                      4        20.0     0.00520
Multi-Input combinational cell    128         881       0.229
Sequential cell                    64        1360       0.353
Tap cell                           72        90.1      0.0234
Timing Repair Buffer              137        1350       0.352
Power and IR drop assume default switching activity.
