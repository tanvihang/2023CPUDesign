===== ./design.v =====
`timescale 1ns / 1ps
module buzzer(
input clk,
input rst,
input [7:0]buzzer_en,
output buzzer_out,
output [7:0] led,
output reg[7:0] sel,
output reg[7:0] seg_code
    );
    reg clk_1000 ;
    reg [2:0]buzzer_state;
    reg [19:0]cnt;
    reg [19:0]MODE;
    parameter CNT0 = 35000;
    parameter CNT1 = 65000;
    parameter CNT2 = 165000;
    parameter CNT3 = 265000;
	parameter CNT4 = 295000;
	parameter CNT5 = 325000;
	parameter CNT6 = 355000;
	parameter CNT7 = 400000;
	reg [23:0]cnt1;
	parameter _0 = 8'h3f,_1 = 8'h06,_2 = 8'h5b,_3 = 8'h4f,    
               _4 = 8'h66,_5 = 8'h6d,_6 = 8'h7d,_7 = 8'h07,
               _8 = 8'h7f,_9 = 8'h6f, _E = 8'b01111001,
			   _R = 8'b01110111, _RR = 8'b11110111;
	parameter IDLE = 3'b00,STEP1 = 3'b01,  STEP2 = 3'b11,STEP3 = 3'b100,STEP4 = 3'b101, STEP5 = 3'b110, STEP6 = 3'b111;
	reg [2:0]step;
	reg [3:0]dig_1 =0; 
    reg [3:0]dig_2 =0;
	reg [3:0]dig_3 =0;
    reg [7 : 0] light_reg;
    always@(posedge clk or negedge rst)
    begin
        if (~rst )
        begin
            buzzer_state<=0;
			dig_1 <= 0;
			dig_2 <= 0;
        end
        else
        begin
            case (buzzer_en)
            8'b00000000:begin 
			buzzer_state<=0; 
			light_reg<=8'b00000000;
			dig_1 <= 0;			
			dig_2 <= 0;
			dig_3 <= 0;
			end
			8'b10000000:begin 
			buzzer_state<=1;MODE<=CNT7; 
			light_reg<=8'b10000000; 
			dig_1 <= 8;
			dig_2 <= 0;
			dig_3 <= 0;
			end
            8'b01000000:begin 
			buzzer_state<=1;
			MODE<=CNT6; 
			light_reg<=8'b01000000;
			dig_1 <= 7;
			dig_2 <= 0;
			dig_3 <= 0;
			end
            8'b00100000:begin
			buzzer_state<=1;MODE<=CNT5; 
			light_reg<=8'b00100000; 
			dig_1 <= 6;
			dig_2 <= 0;
			dig_3 <= 0;
			end
            8'b00010000:begin 
			buzzer_state<=1;
			MODE<=CNT4; 
			light_reg<=8'b00010000; 
			dig_1 <= 5;
			dig_2 <= 0;
			dig_3 <= 0;
			end
            8'b00001000:begin 
			buzzer_state<=1;
			MODE<=CNT3; 
			light_reg<=8'b00001000; 
			dig_1 <= 4;
			dig_2 <= 0;
			dig_3 <= 0;
			end
            8'b00000100:
			begin buzzer_state<=1;
			MODE<=CNT2; 
			light_reg<=8'b00000100; 
			dig_1 <= 3;
			dig_2 <= 0;
			dig_3 <= 0;
			end
            8'b00000010:begin 
			buzzer_state<=1;
			MODE<=CNT1; 
			light_reg<=8'b00000010; 
			dig_1 <= 2;
			dig_2 <= 0;
			dig_3 <= 0;
			end
            8'b00000001:begin 
			buzzer_state<=1;
			MODE<=CNT0; 
			light_reg<=8'b00000001; 
			dig_1 <= 1;
			dig_2 <= 0;
			dig_3 <= 0;
			end
            default : begin
			buzzer_state<=0;
			dig_1 <= 9;			
			dig_2 <= 9;
			dig_3 <= 9;
			end
            endcase
        end
    end
    always@(posedge clk or negedge rst)
    begin
        if (~rst )
        begin
            clk_1000 <= 0;
            cnt <= 1;
        end
        else if(buzzer_state)
        begin
            if (cnt == MODE)
            begin
                clk_1000 <= ~clk_1000;
                cnt <= 0;
            end
            else
            begin
                cnt<=cnt+1;
            end
         end
     end
	always@(posedge clk or negedge rst)
	begin 
		if(~rst)
		begin
			step <= IDLE;
			sel <= 8'b00000000;
            seg_code<= 8'hff;
			cnt1 <= 0;
		end
		else
		begin
			case(step)
			IDLE:
				begin
					sel<=8'b00000000; 
                    if(cnt1 == 10000)         
                    begin
                        step<=STEP1;
                        cnt1 <= 0;
                    end
                    else
                    cnt1 <= cnt1+1;
				end
			STEP1:
				begin
                    sel<=8'b00000001;                   
                    step<=STEP2;
                    case(dig_1)
                        4'd0:seg_code <= _0;         
                        4'd1:seg_code <= _1;
                        4'd2:seg_code <= _2;
                        4'd3:seg_code <= _3;
                        4'd4:seg_code <= _4;
                        4'd5:seg_code <= _5;
                        4'd6:seg_code <= _6;
                        4'd7:seg_code <= _7;
                        4'd8:seg_code <= _8;
                        4'd9:seg_code <= _RR;
                    endcase
                end
			STEP2:
				begin
                    if(cnt1 == 10000)
                    begin
                        step<=STEP3;
                        cnt1 <= 0;
                    end
                    else
                    cnt1 <= cnt1+1;
                end
			STEP3:
				begin
                    sel<=8'b00000010;                
                    step<=STEP4;
                    case(dig_2)
                        4'd0:seg_code <= _0;         
                        4'd1:seg_code <= _1;
                        4'd2:seg_code <= _2;
                        4'd3:seg_code <= _3;
                        4'd4:seg_code <= _4;
                        4'd5:seg_code <= _5;
                        4'd6:seg_code <= _6;
                        4'd7:seg_code <= _7;
                        4'd8:seg_code <= _8;
                        4'd9:seg_code <= _R;
                        endcase
                end
			STEP4:
				begin
                    if(cnt1 == 10000)
                    begin
                        step<=STEP5;
                        cnt1 <= 0;
                    end
                    else
                    cnt1 <= cnt1+1;
                end
			STEP5:
				begin
                    sel<=8'b00000100;                
                    step<=STEP6;
                    case(dig_3)
                        4'd0:seg_code <= _0;         
                        4'd1:seg_code <= _1;
                        4'd2:seg_code <= _2;
                        4'd3:seg_code <= _3;
                        4'd4:seg_code <= _4;
                        4'd5:seg_code <= _5;
                        4'd6:seg_code <= _6;
                        4'd7:seg_code <= _7;
                        4'd8:seg_code <= _8;
                        4'd9:seg_code <= _E;
                        endcase
                end
			STEP6:
				begin
                            if(cnt1 == 10000)           
                            begin
                                step<=IDLE;
                                cnt1 <= 0;
                            end
                            else
                            cnt1 <= cnt1+1;
                        end      
            endcase
		end
	end
   assign  buzzer_out =clk_1000;
   assign  led = light_reg; 
endmodule

===== ./run.sh =====
#!/bin/bash
# OpenROAD 26Q1-2900-gdf79404cd8, Yosys 0.63+post, stock flow scripts
make -C /OpenROAD-flow-scripts/flow DESIGN_CONFIG=/design/flow/config.mk WORK_HOME=/design/flow/orfs finish

===== ./config.mk =====
export PLATFORM = sky130hd
export DESIGN_NAME = buzzer
export DESIGN_NICKNAME = buzzer
export VERILOG_FILES = /design/flow/design.v
export SDC_FILE = /design/flow/constraint.sdc
export NUM_CORES = 4
export LEC_CHECK = 1
export CORE_UTILIZATION = 30

===== ./constraint.sdc =====
current_design buzzer

set clk_period 5.7
set clk_io_pct 0.2

create_clock -name clk0 -period $clk_period [get_ports {clk}]

set non_clock_inputs [all_inputs -no_clocks]
set_input_delay [expr $clk_period * $clk_io_pct] -clock clk0 $non_clock_inputs
set_output_delay [expr $clk_period * $clk_io_pct] -clock clk0 [all_outputs]

==> impl_metrics.prom <==
# HELP chip_impl_metric Flow report values
# TYPE chip_impl_metric gauge
chip_impl_metric{name="synth_top_area_share",unit=""} 0.324
chip_impl_metric{name="gpl.final_weighted_congestion",unit=""} 0.835
chip_impl_info{name="largest-register",value="cnt1"} 1
chip_impl_info{name="layout_top_registers",value="cnt1: 24 flops, cnt: 20 flops, MODE: 15 flops"} 1
chip_impl_metric{name="clock_path_buffers",unit=""} 2
chip_impl_metric{name="number_of_antenna_violations_at_the_first_check_in_global_routing",unit=""} 0
chip_impl_metric{name="synth_area_per_cell",unit="sq um"} 10.5
chip_impl_metric{name="ys_cells",unit=""} 434
chip_impl_metric{name="io_buffers",unit=""} 29
chip_impl_info{name="cp-endpoint",value="MODE[11]$_DFFE_PP_"} 1
chip_impl_metric{name="placement_rows",unit=""} 44
chip_impl_metric{name="postSynthCellCount",unit=""} 434
chip_impl_info{name="path_class",value="input pin to register"} 1
chip_impl_metric{name="reg2reg_depth",unit=""} 7
chip_impl_metric{name="routed-via-count",unit=""} 3179
chip_impl_metric{name="post-dp-hpwl",unit="um"} 6070
chip_impl_metric{name="grt_max_degree",unit=""} 40
chip_impl_metric{name="yosys-stat-area",unit="sq um"} 4560
chip_impl_metric{name="detail_route.drc_violations",unit=""} 0
chip_impl_metric{name="areaGrowthSynthToFinish",unit="%"} 16.5
chip_impl_info{name="yosys_most_used_dff",value="dfrtp_1"} 1
chip_impl_metric{name="die-width",unit="um"} 125
chip_impl_metric{name="totalWireLength",unit="um"} 8680
chip_impl_metric{name="vdd.ir_drop.worst",unit="V"} 0.000136
chip_impl_metric{name="skew",unit="ns"} 0.00969
chip_impl_metric{name="crit_path_max_fanout",unit=""} 15
chip_impl_metric{name="postCtsSetupBuffers",unit=""} 0
chip_impl_metric{name="drt_iter0_markers",unit=""} 147
chip_impl_metric{name="clock_tree.htree_level_count",unit=""} 3
chip_impl_info{name="critical_path.startpoint_type",value="input pin"} 1
chip_impl_metric{name="critical_path_arrival",unit="ns"} 3.43
chip_impl_metric{name="i_o_pin_count",unit=""} 35
chip_impl_info{name="cts_tree",value="built"} 1
chip_impl_info{name="hp-start",value="clk_1000$_DFFE_PN0P_"} 1
chip_impl_metric{name="cts.clk_slew.worst_paths",unit="ns"} 0.06
chip_impl_metric{name="synth-async-reset-ratio",unit=""} 0.742
chip_impl_info{name="final_cell_mix",value="dfrtp_1 (59), nand2_1 (40), nor2_1 (40)"} 1
chip_impl_metric{name="clock_insertion_delay_worst_skew",unit="ns"} 0.35
chip_impl_metric{name="cap_viol_max_count",unit=""} 0
chip_impl_metric{name="grt.overflow.total",unit=""} 0
chip_impl_metric{name="post-route-period-util",unit=""} 0.606
chip_impl_metric{name="power_density",unit="nW/um^2"} 262
chip_impl_metric{name="cts-hold-fix-buffers",unit=""} 0
chip_impl_metric{name="layout_cells_sized_above_1",unit=""} 0.105
chip_impl_metric{name="worst-slew-pin-transition",unit="ns"} 0.800
chip_impl_info{name="netlist.top_cell.by_area",value="dfrtp_1"} 1
chip_impl_metric{name="cts.sink_count",unit=""} 93
chip_impl_metric{name="dieArea",unit="sq um"} 15700
chip_impl_metric{name="timing.final.ws_setup",unit="ns"} 2.25
chip_impl_info{name="critPathLaunch",value="buzzer_en[6]"} 1
chip_impl_metric{name="detail_route.wl_per_cell",unit="um"} 13.4
chip_impl_metric{name="core_area",unit="sq um"} 14700
chip_impl_metric{name="timing.final.hold_violations",unit=""} 0
chip_impl_info{name="lay_top_count",value="dfrtp_1"} 1
chip_impl_metric{name="max-slew-margin-rel",unit=""} 0.462
chip_impl_metric{name="edf_count",unit=""} 24
chip_impl_metric{name="synthDistinctLibCells",unit=""} 55
chip_impl_metric{name="log.warning_count",unit=""} 27
chip_impl_metric{name="synthesis.yosys.warnings",unit=""} 1
chip_impl_metric{name="postSynthRegisterBits",unit=""} 93
chip_impl_metric{name="synth.cell_area",unit="sq um"} 4560
chip_impl_metric{name="leakage",unit="nW"} 2.16
chip_impl_metric{name="timing.critical_path.required",unit="ns"} 5.68
chip_impl_metric{name="max_freq",unit="MHz"} 290
chip_impl_metric{name="timing.final.max_slew_violations",unit=""} 0
chip_impl_metric{name="antenna_diodes",unit=""} 0
chip_impl_metric{name="fp_util",unit=""} 0.310
chip_impl_info{name="status",value="completed"} 1
chip_impl_metric{name="route.antenna.remaining_nets",unit=""} 0
chip_impl_metric{name="grt_pass1_vias",unit=""} 3109
chip_impl_metric{name="viasPerCell",unit=""} 4.90
chip_impl_metric{name="drt_pre_antenna_iters",unit=""} 4
chip_impl_info{name="hold_path.class",value="register to register"} 1
chip_impl_info{name="ys_top_cells_by_area",value="dfrtp_1 (32%), edfxtp_1 (16%), xnor2_1 (6.9%)"} 1
chip_impl_info{name="timing.rr.end",value="clk_1000$_DFFE_PN0P_"} 1
chip_impl_metric{name="cts.repair.resized",unit=""} 0
chip_impl_metric{name="ys_seq_share",unit=""} 0.540
chip_impl_info{name="rsz_0062_raised_after_global_routing",value="no"} 1
chip_impl_metric{name="setup_violations",unit=""} 0
chip_impl_metric{name="finalCriticalPeriod",unit="ns"} 3.45
chip_impl_metric{name="total_negative_setup_slacks",unit="ns"} 0
chip_impl_metric{name="reg2reg_setup_slack",unit="ns"} 3.22
chip_impl_metric{name="global_route.usage.total",unit=""} 0.120
chip_impl_info{name="worst_r2r_startpoint",value="cnt[1]$_DFFE_PN0P_"} 1
chip_impl_metric{name="numCtsBuffers",unit=""} 9
chip_impl_info{name="setup.worst_path.end_class",value="register"} 1
chip_impl_metric{name="fin_worst_hold_slack",unit="ns"} 0.476
chip_impl_metric{name="largest_register_ff_count",unit=""} 24
chip_impl_info{name="cts-root-buf",value="clkbuf_16"} 1
chip_impl_metric{name="grt_pass1_wl",unit="um"} 15100
chip_impl_metric{name="pre_cts_setup_slack",unit="ns"} 1.95
chip_impl_metric{name="chipHeight",unit="um"} 125
## report_power, final
part | internal (mW) | switching [mW] | total, mW
registers | 0.696 | 0.0166 | 0.713
logic | 0.0264 | 0.0398 | 0.0662
clock network | 0.346 | 0.265 | 0.612
total | 1.07 | 0.322 | 1.39
## layout make-up
| class | count | area (sq um) |
|---|---|---|
| fillers | 1365 | 9390 |
| flip-flops and latches | 93 | 2460 |
| multi-input cells | 306 | 1940 |
| repair buffers | 31 | 300 |
| well taps | 184 | 230 |
| clock buffers | 9 | 225 |
| clock inverters | 7 | 78.8 |
| inverters | 19 | 71.3 |
## kinds of logic (layout without fill, tap and decap cells)
kind of cell	Yosys count	in the layout	share of synthesized area
AOI/OAI and AO/OA	50	50	0.0728
xor gates and xnor gates	56	56	0.108
adders and majority gates	5	5	0.0132
buffers and inverters	39	66	0.0371
DFF	93	93	0.540
muxes	4	4	0.00934
other	1	5	0.000823
and+or+nand+nor	186	186	0.219
## per-stage QoR
stage	cells	cell area [sq um]	power (mW)	utilization
finish	649	5310	1.39	0.361
detailed placement	633	5000	0.792	0.340
global route	649	5310	1.44	0.361
global placement	633	5000	0.790	0.340
floorplan	438	4570	0.765	-
CTS	649	5310	1.41	0.361
## worst min-delay path by stage
stage	end	slack, ns	depth (start not counted)
5_1_grt	clk_1000$_DFFE_PN0P_	0.52	1
4_1_cts	clk_1000$_DFFE_PN0P_	0.48	1
6_report	clk_1000$_DFFE_PN0P_	0.48	1
## cell usage after synthesis (4+ instances only)
cell / count
dfrtp_1: 59
nand2_1: 40
nor2_1: 40
xnor2_1: 36
edfxtp_1: 24
xor2_1: 20
inv_1: 19
nand3_1: 18
o21ai_0: 18
nor3_1: 16
nand4_1: 14
clkbuf_1: 12
dfstp_2: 10
nor4_1: 8
and3_1: 7
a21oi_1: 6
and2_1: 5
buf_4: 5
a21o_1: 4
ha_1: 4
nor3b_1: 4
nor4b_1: 4
or2_2: 4
or3_1: 4
## worst max-delay path, stage by stage
cell and delay (ns):
clkdlybuf4s50_1 0.55, nor4_1 0.62, o2111ai_1 0.30, nand3_2 0.24
o21a_1 0.58
## metal layers
layer,vias up,part of all wire,global-route usage
met3,11,0.049,0.0292
li1,1559,-,-
met4,0,0.017,0.0208
met2,74,0.43,0.176
met5,-,0,0
met1,1535,0.50,0.190
Power is estimated from default activity; no workload was simulated.
